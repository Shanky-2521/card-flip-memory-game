==> design/flow/design.v <==
module card_flip_game_top (
    input wire clk,            
    input wire reset,          
    input wire up_btn,
    input wire down_btn,
    input wire left_btn,
    input wire right_btn,
    input wire select_btn,
    output wire hsync,
    output wire vsync,
    output wire [3:0] red,
    output wire [3:0] green,
    output wire [3:0] blue,
    output wire [6:0] seg_display,
    output wire [3:0] seg_select,
    output wire uart_tx
);
    wire [3:0] cursor_pos;
    wire [15:0] card_values;
    wire [15:0] card_states;
    wire [7:0] move_count;
    wire game_won;
    wire start_timer;
    wire timer_done;
    game_logic game_controller (
        .clk(clk),
        .reset(reset),
        .up_btn(up_btn),
        .down_btn(down_btn),
        .left_btn(left_btn),
        .right_btn(right_btn),
        .select_btn(select_btn),
        .cursor_pos(cursor_pos),
        .card_values(card_values),
        .card_states(card_states),
        .move_count(move_count),
        .game_won(game_won)
    );
    vga_display display (
        .clk(clk),
        .reset(reset),
        .card_states(card_states[3:0]),
        .cursor_pos(cursor_pos),
        .hsync(hsync),
        .vsync(vsync),
        .red(red),
        .green(green),
        .blue(blue)
    );
    timer_module game_timer (
        .clk(clk),
        .reset(reset),
        .start_timer(start_timer),
        .delay(16'd50000),   
        .timer_done(timer_done)
    );
    seven_segment_driver seg_driver (
        .clk(clk),
        .reset(reset),
        .move_count(move_count),
        .game_won(game_won),
        .seg_display(seg_display),
        .seg_select(seg_select)
    );
    uart_logger game_logger (
        .clk(clk),
        .reset(reset),
        .card_pos(cursor_pos),
        .card_flipped(select_btn),
        .card_matched(game_controller.card_matched),
        .game_won(game_won),
        .move_count(move_count),
        .uart_tx(uart_tx)
    );
endmodule
module seven_segment_driver (
    input wire clk,
    input wire reset,
    input wire [7:0] move_count,
    input wire game_won,
    output reg [6:0] seg_display,
    output reg [3:0] seg_select
);
    always @(posedge clk or posedge reset) begin
        if (reset) begin
            seg_display <= 7'b1111111;   
            seg_select <= 4'b1110;       
        end else begin
            if (game_won) begin
                seg_display <= 7'b0010101;
            end else begin
                case (move_count[3:0])
                    4'h0: seg_display <= 7'b1000000;  
                    4'h1: seg_display <= 7'b1111001;  
                    4'h2: seg_display <= 7'b0100100;  
                    4'h3: seg_display <= 7'b0110000;  
                    4'h4: seg_display <= 7'b0011001;  
                    4'h5: seg_display <= 7'b0010010;  
                    4'h6: seg_display <= 7'b0000010;  
                    4'h7: seg_display <= 7'b1111000;  
                    4'h8: seg_display <= 7'b0000000;  
                    4'h9: seg_display <= 7'b0010000;  
                    default: seg_display <= 7'b1111111;  
                endcase
            end
        end
    end
endmodule
module game_logic (
    input wire clk,                
    input wire reset,              
    input wire up_btn,             
    input wire down_btn,           
    input wire left_btn,           
    input wire right_btn,          
    input wire select_btn,         
    output reg [3:0] cursor_pos,   
    output reg [15:0] card_values, 
    output reg [15:0] card_states, 
    output reg [7:0] move_count,   
    output reg game_won            
);
    localparam CARD_HIDDEN   = 2'b00;
    localparam CARD_FLIPPED  = 2'b01;
    localparam CARD_MATCHED  = 2'b10;
    reg [3:0] first_card_pos;
    reg first_card_selected;
    reg [3:0] selected_cards_count;
    always @(posedge clk or posedge reset) begin
        if (reset) begin
            cursor_pos <= 4'b0000;
            card_states <= 16'h0000;
            card_values <= 16'h0000;
            move_count <= 8'h00;
            game_won <= 1'b0;
            first_card_selected <= 1'b0;
            selected_cards_count <= 4'h0;
            card_values <= 16'b0101_0101_1010_1010;
        end else begin
            if (up_btn && cursor_pos[3:2] > 0)
                cursor_pos[3:2] <= cursor_pos[3:2] - 1;
            else if (down_btn && cursor_pos[3:2] < 3)
                cursor_pos[3:2] <= cursor_pos[3:2] + 1;
            else if (left_btn && cursor_pos[1:0] > 0)
                cursor_pos[1:0] <= cursor_pos[1:0] - 1;
            else if (right_btn && cursor_pos[1:0] < 3)
                cursor_pos[1:0] <= cursor_pos[1:0] + 1;
            if (select_btn) begin
                if (!first_card_selected) begin
                    if (card_states[cursor_pos] == CARD_HIDDEN) begin
                        card_states[cursor_pos] <= CARD_FLIPPED;
                        first_card_pos <= cursor_pos;
                        first_card_selected <= 1'b1;
                        selected_cards_count <= selected_cards_count + 1;
                    end
                end
                else begin
                    if (card_states[cursor_pos] == CARD_HIDDEN && cursor_pos != first_card_pos) begin
                        card_states[cursor_pos] <= CARD_FLIPPED;
                        selected_cards_count <= selected_cards_count + 1;
                        move_count <= move_count + 1;
                        if (card_values[first_card_pos] == card_values[cursor_pos]) begin
                            card_states[first_card_pos] <= CARD_MATCHED;
                            card_states[cursor_pos] <= CARD_MATCHED;
                        end
                        first_card_selected <= 1'b0;
                    end
                end
            end
            if (&card_states[15:0]) begin
                game_won <= 1'b1;
            end
        end
    end
endmodule
module timer_module (
    input wire clk,            
    input wire reset,          
    input wire start_timer,    
    input wire [15:0] delay,   
    output reg timer_done      
);
    reg [15:0] timer_count;
    always @(posedge clk or posedge reset) begin
        if (reset) begin
            timer_count <= 16'h0000;
            timer_done <= 1'b0;
        end else begin
            if (start_timer) begin
                if (timer_count < delay) begin
                    timer_count <= timer_count + 1;
                    timer_done <= 1'b0;
                end else begin
                    timer_count <= 16'h0000;
                    timer_done <= 1'b1;
                end
            end else begin
                timer_count <= 16'h0000;
                timer_done <= 1'b0;
            end
        end
    end
endmodule
module uart_logger (
    input wire clk,                
    input wire reset,              
    input wire [3:0] card_pos,     
    input wire card_flipped,       
    input wire card_matched,       
    input wire game_won,           
    input wire [7:0] move_count,   
    output reg uart_tx,            
    output wire tx_done            
);
    localparam BAUD_RATE = 115200;
    localparam CLOCK_FREQ = 100_000_000;   
    localparam BAUD_DIV = CLOCK_FREQ / BAUD_RATE;
    reg [3:0] tx_state;
    reg [7:0] tx_data;
    reg [15:0] baud_counter;
    reg [3:0] bit_count;
    localparam IDLE = 4'b0000;
    localparam START = 4'b0001;
    localparam DATA = 4'b0010;
    localparam STOP = 4'b0011;
    always @(posedge clk or posedge reset) begin
        if (reset) begin
            uart_tx <= 1'b1;   
            tx_state <= IDLE;
            tx_data <= 8'h00;
            baud_counter <= 16'h0000;
            bit_count <= 4'h0;
        end else begin
            case (tx_state)
                IDLE: begin
                    uart_tx <= 1'b1;   
                    if (card_flipped) begin
                        tx_data <= {4'h0, card_pos};   
                        tx_state <= START;
                    end else if (card_matched) begin
                        tx_data <= 8'hAA;   
                        tx_state <= START;
                    end else if (game_won) begin
                        tx_data <= move_count;   
                        tx_state <= START;
                    end
                end
                START: begin
                    uart_tx <= 1'b0;
                    bit_count <= 4'h0;
                    if (baud_counter < BAUD_DIV) begin
                        baud_counter <= baud_counter + 1;
                    end else begin
                        baud_counter <= 16'h0000;
                        tx_state <= DATA;
                    end
                end
                DATA: begin
                    uart_tx <= tx_data[bit_count];
                    if (baud_counter < BAUD_DIV) begin
                        baud_counter <= baud_counter + 1;
                    end else begin
                        baud_counter <= 16'h0000;
                        if (bit_count < 4'd7) begin
                            bit_count <= bit_count + 1;
                        end else begin
                            tx_state <= STOP;
                        end
                    end
                end
                STOP: begin
                    uart_tx <= 1'b1;
                    if (baud_counter < BAUD_DIV) begin
                        baud_counter <= baud_counter + 1;
                    end else begin
                        baud_counter <= 16'h0000;
                        tx_state <= IDLE;
                    end
                end
                default: tx_state <= IDLE;
            endcase
        end
    end
    assign tx_done = (tx_state == IDLE);
endmodule
module vga_display (
    input wire clk,               
    input wire reset,              
    input wire [3:0] card_states,  
    input wire [3:0] cursor_pos,   
    output wire hsync,             
    output wire vsync,             
    output wire [3:0] red,         
    output wire [3:0] green,       
    output wire [3:0] blue         
);
    localparam H_ACTIVE = 640;
    localparam H_FRONT_PORCH = 16;
    localparam H_SYNC = 96;
    localparam H_BACK_PORCH = 48;
    localparam V_ACTIVE = 480;
    localparam V_FRONT_PORCH = 10;
    localparam V_SYNC = 2;
    localparam V_BACK_PORCH = 33;
    reg [9:0] h_count;   
    reg [9:0] v_count;   
    reg video_on;        
    assign hsync = (h_count >= (H_ACTIVE + H_FRONT_PORCH)) && 
                   (h_count < (H_ACTIVE + H_FRONT_PORCH + H_SYNC));
    assign vsync = (v_count >= (V_ACTIVE + V_FRONT_PORCH)) && 
                   (v_count < (V_ACTIVE + V_FRONT_PORCH + V_SYNC));
    always @(posedge clk or posedge reset) begin
        if (reset) begin
            h_count <= 0;
        end else begin
            if (h_count < (H_ACTIVE + H_FRONT_PORCH + H_SYNC + H_BACK_PORCH - 1)) begin
                h_count <= h_count + 1;
            end else begin
                h_count <= 0;
            end
        end
    end
    always @(posedge clk or posedge reset) begin
        if (reset) begin
            v_count <= 0;
        end else begin
            if (h_count == (H_ACTIVE + H_FRONT_PORCH + H_SYNC + H_BACK_PORCH - 1)) begin
                if (v_count < (V_ACTIVE + V_FRONT_PORCH + V_SYNC + V_BACK_PORCH - 1)) begin
                    v_count <= v_count + 1;
                end else begin
                    v_count <= 0;
                end
            end
        end
    end
    always @(posedge clk) begin
        video_on <= (h_count < H_ACTIVE) && (v_count < V_ACTIVE);
    end
    wire [3:0] card_x, card_y;
    assign card_x = h_count[9:6];   
    assign card_y = v_count[9:6];   
    reg [3:0] r, g, b;
    always @(*) begin
        if (!video_on) begin
            {r, g, b} = 12'h000;
        end else begin
            case (card_states[{card_y[1:0], card_x[1:0]}])
                2'b00: begin   
                    {r, g, b} = 12'h555;   
                end
                2'b01: begin   
                    {r, g, b} = 12'hAAA;   
                end
                2'b10: begin   
                    {r, g, b} = 12'h0F0;   
                end
                default: begin
                    {r, g, b} = 12'h000;   
                end
            endcase
            if ({card_y[1:0], card_x[1:0]} == cursor_pos) begin
                {r, g, b} = 12'hF00;   
            end
        end
    end
    assign red = r;
    assign green = g;
    assign blue = b;
endmodule
==> design/flow/run.sh <==
#!/bin/bash
# OpenROAD 26Q1-2900-gdf79404cd8, Yosys 0.63+post, stock flow scripts
make -C /OpenROAD-flow-scripts/flow DESIGN_CONFIG=/design/flow/config.mk WORK_HOME=/design/flow/orfs finish
==> design/flow/config.mk <==
export PLATFORM = sky130hd
export DESIGN_NAME = card_flip_game_top
export DESIGN_NICKNAME = card_flip_game_top
export VERILOG_FILES = /design/flow/design.v
export SDC_FILE = /design/flow/constraint.sdc
export NUM_CORES = 4
export LEC_CHECK = 1
export CORE_UTILIZATION = 40
==> design/flow/constraint.sdc <==
current_design card_flip_game_top

set clk_period 5.5
set clk_io_pct 0.2

create_clock -name clk0 -period $clk_period [get_ports {clk}]

set non_clock_inputs [all_inputs -no_clocks]
set_input_delay [expr $clk_period * $clk_io_pct] -clock clk0 $non_clock_inputs
set_output_delay [expr $clk_period * $clk_io_pct] -clock clk0 [all_outputs]
==> flow_summary_export.csv <==
group,metric,value,unit
status,status,"finished, final reports clean",
power,powerDensity,447,mW/mm²
detailed_routing,vias,4192,
synth,synthesis.instances,578,
global_route,grt_pass1_wl,19.1,mm
worst_hold_path,min_path_type,"reg -> reg",
clocking,ctsResizeCount,0,
finish,fin_area,0.00612,mm²
sta,whs,0.410,ns
worst_setup_path,endpoint_kind,"flop",
worst_setup_path,worstSetupPathType,"in -> reg",
worst_setup_path,worstPathMaxFanout,18,
clocking,clkLatencyLatePin,0.34,ns
clocking,cts_hold_buf,0,
detailed_routing,drc_errors,0,
sta,fin_skew,0.00527,ns
flow_run,maxCapViolCount,0,
synth,avgSynthCellArea,9.42,µm²
place,finalWeightedCongestion,0.885,
worst_setup_path,crit_chain,"clkdlybuf4s50_1 > o31ai_1 > or4_1 > nor3_1",
sta,setup_viol_count_final,0,
synth,synthArstFlopShare,94.7,%
detailed_routing,wl_per_cell,14.3,µm
finish,final_cells,768,
clocking,cts_sinks,95,
detailed_routing,n_antenna_cell,0,
floorplanning,initial_utilization,41.1,%
floorplanning,ioPinCount,33,
global_route,gr-total-overflow,0,
detailed_routing,drtIter0Drc,290,
synth,synth_area,0.00545,mm²
finish,final_cell_mix,"81 x dfrtp_1, 56 x nor2_1, 52 x nand2_1, 28 x clkdlybuf4s50_1",
place,placed_cells,752,
clocking,cts_setup_buffers,0,
finish,layout-drive-gt1-share,8.78,%
sta,max_freq,301,MHz
worst_setup_path,cp-start-kind,"input pin",
floorplanning,dieArea,0.0141,mm²
worst_setup_path,cpPeakStageDelay,0.79,ns
place,dpl_cell_area,0.00581,mm²
synth,ys_chip_area,0.00545,mm²
worst_setup_path,r2r_cells,5,
worst_setup_path,cp_slowest_cell,"or4_1",
worst_setup_path,cp_num_cells,4,
sta,max_slew_margin,35.7,%
sta,hold_violations,0,
synth,synth_cell_types,64,
clocking,clockRootBuffer,"clkbuf_16",
floorplanning,rows,42,
detailed_routing,drt_first_pass_iters,4,
global_route,grt_max_degree,64,
sta,worst_slew_pin_slew,0.957,ns
worst_setup_path,cp-startpoint,"select_btn",
global_route,track_usage,16.9,%
place,pre_cts_ws,1.84,ns
synth,yosys.stat.seqShare,44.1,%
flow_run,tool_warnings,36,
clocking,cts_made_buffers,9,
sta,grt_setup_unrepaired,"false",
place,dp_hpwl,7.80,mm
worst_setup_path,cp.arrival,3.31,ns
clocking,clk_pin_slew,0.06,ns
global_route,grt_pass1_vias,4034,
detailed_routing,drt-total-wl,11.0,mm
detailed_routing,ant_nets,0,
power,leakage,2.57,nW
worst_setup_path,cp_top_family,"simple AND/OR/NAND/NOR gates",
finish,lay_top_count,"dfrtp_1",
global_route,antenna_found_initial,0,
worst_setup_path,reg2reg_from,"game_controller.cursor_pos[0]",
clocking,cts_tree,"built",
detailed_routing,drt-vias-per-instance,5.46,
place,portBuffers,28,
worst_setup_path,path_buffers,1,
sta,setup_ws,2.18,ns
floorplanning,die_y,119,µm
sta,drv_slew,0,
synth,synth_flops,95,
clocking,htreeDepth,3,
power,vdd_drop_max,0.199,mV
worst_setup_path,required,5.49,ns
synth,yosysWarnings,7,
worst_hold_path,hold_depth,1,
sta,fin_crit_sh,60.4,%
clocking,clock_path_buffers,2,
sta,setup_tns,0,ns
finish,area_growth,12.3,%
synth,flop_cell,"dfrtp_1",
floorplanning,coreArea,0.0132,mm²
floorplanning,dieWidth,119,µm
synth,edf_count,4,
sta,final.min_clock_period,3.32,ns
worst_hold_path,min-delay-start,"game_controller.game_won",
synth,ys_cells,578,
-- worst reg2reg max path, stage by stage, from the launching register on --
cell and delay [ns]:
dfrtp_1 0.32, buf_4 0.29, mux4_2 0.55, a22o_1 0.24, or4_1 0.89, nor3_1 0.54
-- Yosys cell counts (all sizes together), types with 2 or more instances --
master | n | area share, %
dfrtp | 81 | 37
nor2 | 57 | 4.0
nand2 | 52 | 3.6
inv | 28 | 1.9
o21ai | 27 | 2.5
a21oi | 24 | 2.2
clkbuf | 21 | 1.4
nor3 | 21 | 1.9
xnor2 | 20 | 3.2
buf | 18 | 2.3
ha | 17 | 3.9
xor2 | 16 | 2.6
nand3 | 15 | 1.4
o31ai | 14 | 1.9
mux2i | 11 | 2.0
o22ai | 11 | 1.3
and3 | 10 | 1.1
dfstp | 9 | 4.3
nand4 | 9 | 1.0
o211ai | 9 | 1.2
a22oi | 8 | 1.1
nor2b | 7 | 0.80
nor4 | 7 | 0.92
a32o | 6 | 1.1
a22o | 5 | 0.80
a31oi | 5 | 0.57
mux4 | 5 | 2.1
nand2b | 5 | 0.57
o21a | 5 | 0.69
o41ai | 5 | 0.94
a21boi | 4 | 0.55
edfxtp | 4 | 2.2
nand3b | 4 | 0.55
or2 | 4 | 0.46
and2 | 3 | 0.34
mux2 | 3 | 0.62
or3b | 3 | 0.48
a21o | 2 | 0.28
conb | 2 | 0.14
nor4b | 2 | 0.44
o21bai | 2 | 0.28
or3 | 2 | 0.23
or4 | 2 | 0.28
-- area by class of cell --
cell class | count | area (µm²)
sequential | 95 | 2400
multi-input combinational | 418 | 2740
clock inverter | 3 | 40.0
tap | 176 | 220
timing repair buffer | 35 | 333
clock buffer | 13 | 270
inverter | 28 | 106
fill | 1241 | 7130
-- layer usage --
metal	global-route usage, %	up-vias	routed length (µm)
met5	0	-	0
met4	2.93	0	232
met3	2.26	17	314
met2	26.9	52	5050
met1	25.9	2045	5380
li1	-	2078	-
-- cells by family after synthesis --
| group | synth area share, % |
|---|---|
| buf+inv | 5.72 |
| compound gates | 17.0 |
| other cells | 0.138 |
| xor+xnor | 5.79 |
| mux | 4.71 |
| flops | 44.1 |
| simple gates | 18.6 |
| fa+ha+maj | 3.91 |
-- where the power goes --
part / internal [W] / switching (W) / leakage [nW]
sequential: 0.000857 / 0.000189 / 1.17
combinational: 0.000485 / 0.000562 / 1.25
clock: 0.000388 / 0.000251 / 0.156
-- path summary, 6_finish.rpt --
| path | endpoint | slack (ns) |
|---|---|---|
| setup / recovery | game_controller.first_card_pos[3] | 2.18 |
| hold / removal | seg_driver.seg_display[1] | 0.41 |
| setup reg to reg | game_controller.first_card_pos[3] | 2.31 |
| hold reg to reg | seg_driver.seg_display[1] | 0.41 |
| max in group asynchronous | game_controller.card_states[5] | 3.21 |
| min in group asynchronous | game_controller.cursor_pos[3] | 1.13 |
-- flip-flops by register name, summed over array words and instances (netlist names) --
name                                 count
game_logger.uart_tx                      1
display.video_on                         1
game_controller.card_states             16
display.v_count                         10
display.h_count                         10
game_controller.game_won                 1
game_controller.first_card_selected      1
game_controller.first_card_pos           4
seg_driver.seg_display                   7
game_logger.baud_counter                16
game_logger.tx_state                     4
game_controller.cursor_pos               4
game_controller.move_count               8
game_logger.bit_count                    4
game_logger.tx_data                      8
-- per-stage QoR --
stage	power [W]	util (%)
2_1_floorplan	0.00176	-
3_3_place_gp	0.00209	43.8
3_5_place_dp	0.00211	43.8
4_1_cts	0.00275	46.2
5_1_grt	0.00292	46.2
6_report	0.00273	46.2
Power and IR drop assume default switching activity.
